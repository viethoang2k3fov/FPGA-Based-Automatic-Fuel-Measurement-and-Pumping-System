--- /design/flow/config.mk ---
export PLATFORM = sky130hd
export DESIGN_NAME = lcd_write_cmd_data
export DESIGN_NICKNAME = lcd_write_cmd_data
export VERILOG_FILES = /design/flow/design.v
export SDC_FILE = /design/flow/constraint.sdc
export NUM_CORES = 4
export LEC_CHECK = 1
export CORE_UTILIZATION = 40
--- /design/flow/constraint.sdc ---
current_design lcd_write_cmd_data

set clk_period 3.6
set clk_io_pct 0.2

create_clock -name clk0 -period $clk_period [get_ports {clk_1MHz}]

set non_clock_inputs [all_inputs -no_clocks]
set_input_delay [expr $clk_period * $clk_io_pct] -clock clk0 $non_clock_inputs
set_output_delay [expr $clk_period * $clk_io_pct] -clock clk0 [all_outputs]
--- /design/flow/design.v ---
module i2c_writeframe(
    input       clk_1MHz,                
    input       rst_n,                   
    input       en_write,                
    input       start_frame,             
    input       stop_frame,              
    input [7:0] data,                    
    inout       sda,                     
    output reg  scl,                     
    output      done,                    
    output reg  sda_en                   
);
    localparam  DELAY       = 10;        
    reg [20:0]  cnt;                     
    reg         cnt_clr;                 
    localparam  WaitEn      = 0,         
                PreStart    = 1,         
                Start       = 2,         
                AfterStart  = 3,         
                PreWrite    = 4,         
                WriteLow    = 5,         
                WriteHigh   = 6,         
                WriteDone   = 7,         
                WaitAck     = 8,         
                Ack1        = 9,         
                Ack2        = 10,        
                AckDone     = 11,        
                PreStop     = 12,        
                Stop        = 13,        
                Done        = 14;        
    reg [3:0]   state, next_state;
    reg [3:0]   bit_cnt;                 
    reg         sda_out;                 
    wire        sda_in;                  
    assign sda = sda_en ? (~sda_out ? 1'b0 : 1'bz) : 1'bz;
    assign sda_in = sda;
    always @(posedge clk_1MHz, negedge rst_n) begin
        if (!rst_n)
            cnt <= 21'd0;
        else if (cnt_clr)
            cnt <= 21'd0;
        else
            cnt <= cnt + 1'b1;
    end
    always @(posedge clk_1MHz, negedge rst_n) begin
        if (!rst_n)
            state <= WaitEn;
        else
            state <= next_state;
    end
    always @(*) begin
        if (!rst_n)
            next_state <= WaitEn;            
        else begin
            case (state)
                WaitEn:     next_state = en_write ? (start_frame ? PreStart : PreWrite) : WaitEn;
                PreStart:   next_state = (cnt == DELAY) ? Start : PreStart;
                Start:      next_state = (cnt == DELAY) ? AfterStart : Start;
                AfterStart: next_state = (cnt == DELAY) ? WriteLow : AfterStart;
                PreWrite:   next_state = (cnt == DELAY) ? WriteLow : PreWrite;
                WriteLow:   next_state = (cnt == DELAY) ? WriteHigh : WriteLow;
                WriteHigh:  next_state = (cnt == DELAY && bit_cnt == 4'd8) ? WriteDone : ((cnt == DELAY) ? WriteLow : WriteHigh);
                WriteDone:  next_state = (cnt == DELAY) ? WaitAck : WriteDone;
                WaitAck:    next_state = (sda_in == 1'b0) ? Ack1 : WaitAck;
                Ack1:       next_state = (cnt == DELAY) ? Ack2 : Ack1;
                Ack2:       next_state = (cnt == DELAY) ? AckDone : Ack2;
                AckDone:    next_state = (cnt == DELAY) ? (stop_frame ? PreStop : Done) : AckDone;
                PreStop:    next_state = (cnt == DELAY) ? Stop : PreStop;
                Stop:       next_state = (cnt == DELAY) ? Done : Stop;
                Done:       next_state = WaitEn;
            endcase
        end
    end   
    always @(posedge clk_1MHz, negedge rst_n) begin
        if (!rst_n) begin                    
            sda_en  <= 1'b1;                       
            cnt_clr <= 1'b1;            
        end else begin
            case (state)
                WaitEn: begin
                    sda_en  <= 1'b1;         
                    cnt_clr <= 1'b1;         
                end
                PreStart: begin
                    sda_out <= 1'b1;                                 
                    scl     <= 1'b1;        
                    cnt_clr <= (cnt == DELAY-1) ? 1'b1 : 1'b0;       
                end
                Start: begin
                    sda_out <= 1'b0;                                 
                    cnt_clr <= (cnt == DELAY-1) ? 1'b1 : 1'b0;       
                end
                AfterStart: begin
                    scl     <= 1'b0;                                 
                    cnt_clr <= (cnt == DELAY-1) ? 1'b1 : 1'b0;       
                end
                PreWrite: begin
                    cnt_clr <= (cnt == DELAY-1) ? 1'b1 : 1'b0;       
                end
                WriteLow: begin
                    scl     <= 1'b0;                                 
                    sda_out <= data[7-(bit_cnt-1)] ? 1'b1 : 1'b0;    
                    cnt_clr <= (cnt == DELAY-1) ? 1'b1 : 1'b0;       
                end
                WriteHigh: begin
                    scl     <= 1'b1;                                 
                    cnt_clr <= (cnt == DELAY-1) ? 1'b1 : 1'b0;       
                end
                WriteDone: begin
                    scl     <= 1'b0;                                 
                    sda_en  <= 1'b0;                                 
                    cnt_clr <= (cnt == DELAY-1) ? 1'b1 : 1'b0;       
                end
                WaitAck: begin
                    cnt_clr <= 1'b1;                                 
                end
                Ack1: begin
                    scl     <= 1'b1;                                 
                    cnt_clr <= (cnt == DELAY-1) ? 1'b1 : 1'b0;       
                end
                Ack2: begin
                    scl     <= 1'b0;                                 
                    cnt_clr <= (cnt == DELAY-1) ? 1'b1 : 1'b0;       
                end
                AckDone: begin      
                    cnt_clr <= (cnt == DELAY-1) ? 1'b1 : 1'b0;       
                end
                PreStop: begin
                    scl     <= 1'b1;                                 
                    cnt_clr <= (cnt == DELAY-1) ? 1'b1 : 1'b0;       
                end   
                Stop: begin
                    sda_en  <= 1'b1;                                 
                    sda_out <= 1'b1;                                 
                    cnt_clr <= (cnt == DELAY-1) ? 1'b1 : 1'b0;       
                end
                Done: begin
                    cnt_clr <= 1'b1;                                 
                end
            endcase
        end
    end
    always @(posedge clk_1MHz, negedge rst_n) begin
        if (!rst_n)
            bit_cnt <= 4'd0;
        else begin
            case (state)
                WriteLow:   bit_cnt <= (cnt == 1'b0) ? bit_cnt + 1'b1 : bit_cnt;     
                WaitEn:     bit_cnt <= 4'd0;
                Done:       bit_cnt <= 4'd0;
                default:    bit_cnt <= bit_cnt;
            endcase
        end
    end
    assign done = (state == Done);
endmodule
module lcd_write_cmd_data(
    input       clk_1MHz,                    
    input       rst_n,                       
    input [7:0] data,                        
    input       cmd_data,                    
    input       ena,                         
    input [6:0] i2c_addr,                    
    inout       sda,                         
    output      scl,                         
    output      done,                        
    output      sda_en
);
    localparam  DELAY               = 50;    
    reg [20:0]  cnt;                         
    reg         cnt_clr;                     
    localparam  WaitEn              = 0,     
                Write_Addr          = 1,     
                Wait_AddrDone       = 2,     
                Write_HighNibble1   = 3,     
                Wait_High1Done      = 4,     
                Delay_CMD1          = 5,     
                Write_HighNibble2   = 6,     
                Wait_High2Done      = 7,     
                Write_LowNibble1    = 8,     
                Wait_Low1Done       = 9,     
                Delay_CMD2          = 10,    
                Write_LowNibble2    = 11,    
                Wait_Low2Done       = 12,    
                Done                = 13;    
    reg [3:0]   state, next_state;
    reg         en_write;                    
    wire        en_i2cwrite = en_write;
    wire        i2c_done;                    
    reg [7:0]   i2c_data;                    
    reg         start_frame;                 
    reg         stop_frame;                  
    always @(posedge clk_1MHz, negedge rst_n) begin
        if (!rst_n)
            cnt <= 21'd0;
        else if (cnt_clr)
            cnt <= 21'd0;
        else
            cnt <= cnt + 1'b1;
    end
    always @(posedge clk_1MHz, negedge rst_n) begin
        if (!rst_n)
            state <= WaitEn;
        else
            state <= next_state;
    end
    always @(*) begin
        if (!rst_n)
            next_state = WaitEn;                 
        else begin
            case (state)
                WaitEn:             next_state = ena ? Write_Addr : WaitEn;
                Write_Addr:         next_state = Wait_AddrDone;
                Wait_AddrDone:      next_state = i2c_done ? Write_HighNibble1 : Wait_AddrDone;
                Write_HighNibble1:  next_state = Wait_High1Done;
                Wait_High1Done:     next_state = i2c_done ? Delay_CMD1 : Wait_High1Done;
                Delay_CMD1:         next_state = (cnt == DELAY) ? Write_HighNibble2 : Delay_CMD1;
                Write_HighNibble2:  next_state = Wait_High2Done;
                Wait_High2Done:     next_state = i2c_done ? Write_LowNibble1 : Wait_High2Done;
                Write_LowNibble1:   next_state = Wait_Low1Done;
                Wait_Low1Done:      next_state = i2c_done ? Delay_CMD2 : Wait_Low1Done;
                Delay_CMD2:         next_state = (cnt == DELAY) ? Write_LowNibble2 : Delay_CMD2;
                Write_LowNibble2:   next_state = Wait_Low2Done;
                Wait_Low2Done:      next_state = i2c_done ? Done : Wait_Low2Done;
                Done:               next_state = WaitEn;
            endcase
        end
    end
    always @(posedge clk_1MHz, negedge rst_n) begin
        if (!rst_n) begin                    
            i2c_data <= 8'd0;
            en_write <= 1'b0;
            cnt_clr  <= 1'b1;
        end else begin
            case (state)
                WaitEn: begin
                    i2c_data    <= 8'd0;
                    en_write    <= 1'b0;
                    cnt_clr     <= 1'b1;
                end
                Write_Addr: begin
                    start_frame <= 1'b1;                 
                    stop_frame  <= 1'b0;
                    i2c_data    <= {i2c_addr, 1'b0};     
                    en_write    <= 1'b1;                 
                end
                Wait_AddrDone: begin
                    en_write    <= 1'b0;                 
                end
                Write_HighNibble1: begin
                    start_frame <= 1'b0;
                    stop_frame  <= 1'b0;
                    i2c_data    <= (data & 8'hF0) | 8'h0C | cmd_data;
                    en_write    <= 1'b1;                 
                end
                Wait_High1Done: begin
                    en_write    <= 1'b0;                 
                end
                Delay_CMD1: begin
                    cnt_clr     <= 1'b0;                 
                end
                Write_HighNibble2: begin
                    start_frame <= 1'b0;
                    stop_frame  <= 1'b0;
                    i2c_data    <= ((data & 8'hF0) | 8'h0C | cmd_data) & 8'hFB;
                    en_write    <= 1'b1;                 
                    cnt_clr     <= 1'b1;                 
                end
                Wait_High2Done: begin
                    en_write    <= 1'b0;                 
                end
                Write_LowNibble1: begin              
                    start_frame <= 1'b0;
                    stop_frame  <= 1'b0;
                    i2c_data    <= ((data & 8'h0F) << 4) | 8'h0C | cmd_data;
                    en_write    <= 1'b1;                
                end
                Wait_Low1Done: begin
                    en_write    <= 1'b0;                 
                end
                Delay_CMD2: begin
                    cnt_clr     <= 1'b0;                 
                end
                Write_LowNibble2: begin
                    start_frame <= 1'b0;
                    stop_frame  <= 1'b1;                 
                    i2c_data    <= (((data & 8'h0F) << 4) | 8'h0C | cmd_data) & 8'hFB;
                    en_write    <= 1'b1;                 
                    cnt_clr     <= 1'b1;                 
                end
                Wait_Low2Done: begin
                    en_write    <= 1'b0;                 
                end
            endcase
        end
    end
    assign done = (state == Done);
    i2c_writeframe i2c_writframe_inst(
        .clk_1MHz   (clk_1MHz),
        .rst_n      (rst_n),
        .en_write   (en_i2cwrite),
        .start_frame(start_frame),
        .stop_frame (stop_frame),
        .data       (i2c_data),
        .sda        (sda),
        .scl        (scl),
        .done       (i2c_done),
        .sda_en     (sda_en)
    );
endmodule
--- /design/flow/run.sh ---
#!/bin/bash
# OpenROAD 26Q1-2900-gdf79404cd8, Yosys 0.63+post, stock flow scripts
make -C /OpenROAD-flow-scripts/flow DESIGN_CONFIG=/design/flow/config.mk WORK_HOME=/design/flow/orfs finish
==> run_results.csv <==
group,metric,value,unit
yosys,post_synth_num_cell_types,57,
yosys,synth.ff_latch_count,69,
grt,grt_pass1_wl,12890,um
routing,highest_layer,"met4",
yosys,async_flop_share,84.06,%
power_and_ir_drop,part_of_the_power_in_combinational_logic,1.6,%
final_layout,leading_cell_types_in_the_layout_fill_and_taps_excluded,"dfrtp_1 (55), nor2_1 (40), a21oi_1 (28)",
routing,routed_wire_length,7475,um
placement,placed_cells,505,
run,maxCapViolations,0,
worst_hold_path,min_path_type,"input pin to async pin",
clock_network,clkLatencyLatePin,0.33,ns
routing,firstDrtPassIters,4,
final_layout,final_cell_count_no_fill,519,
clock_network,post_cts.resized_instances,0,
worst_setup_path,crit-reg2reg-capture,"cnt[20]",
power_and_ir_drop,power_switching,0.2695,mW
final_layout,synthToLayoutAreaGrowth,7.772,%
final_layout,filler_cell_count,857,
floorplanning,floorplanUtilization,42.19,%
routing,via_total_after_detailed_routing,2928,
run_status,status,"finished clean",
timing,timing.setup.tns,0,ns
yosys,yosys-stat-area,0.003751,mm^2
worst_setup_path,worst-r2r-setup-slack,1.49,ns
final_layout,fraction_of_layout_cells_with_a_size_suffix_above_1,6.569,%
worst_setup_path,crit-reg2reg-launch,"cnt[9]",
placement,place_congestion,0.8379,
grt,grt_start_max_net_pins,37,
timing,grt_setup_unrepaired,"false",
timing,unclocked_regs,8,
timing,hold_violations,0,
placement,dp_hpwl,4936,um
floorplanning,die.size.x,98.84,um
worst_setup_path,critPathMaxFanout,15,
routing,drt_iter0_markers,122,
routing,drc,0,
routing,route.antenna.diode_count,0,
yosys,mappedNetlistArea,0.003751,mm^2
power_and_ir_drop,seq_power_share,53.3,%
yosys,ff_type,"dfrtp_1",
clock_network,cts_tree,"done",
power_and_ir_drop,swShare,20.81,%
grt,antenna_found_initial,0,
clock_network,hold_buffers,0,
timing,unconstrained_endpoints,16,
yosys,ys_cells,410,
power_and_ir_drop,cellLeakagePower,1.574,nW
routing,met3_length,306,um
routing,detail_route.wl_per_cell,14.40,um
clock_network,cts_inserted_buffers,9,
timing,worst_clock_skew,0.009167,ns
final_layout,layout_top_cell,"dfrtp_1",
grt,first_global_vias,2701,
routing,post_drt_via_cell_ratio,5.642,
power_and_ir_drop,cellPowerDensity,320.4,mW/mm^2
floorplanning,floorplan.io_pins,23,
clock_network,htreeDepth,3,
routing,wl_met2,3471,um
worst_setup_path,worst-setup-path-type,"flip-flop to output port",
floorplanning,die-height,98.84,um
run,log.warning_count,46,
power_and_ir_drop,ir_worst_vdd,211.7,uV
timing,timing_worst_slew_pin_value,0.6518,ns
yosys,synth-edff-count,3,
worst_setup_path,cp_data_required_time,2.88,ns
power_and_ir_drop,finalPower,1.295,mW
power_and_ir_drop,power.share.clock,45.1,%
floorplanning,core_area,0.008891,mm^2
clock_network,root_buffer,"clkbuf_8",
grt,globalRouteTotalUtil,16.67,%
timing,maximum_frequency_from_static_timing_analysis,0.3840,GHz
timing,count_of_endpoints_failing_setup_in_the_final_report,0,
floorplanning,chipArea,0.009769,mm^2
power_and_ir_drop,p_int,1.026,mW
floorplanning,placement_rows,34,
routing,wl_met1,3659,um
worst_setup_path,worst-r2r-cell-count,4,
routing,antenna_violating_nets_post_route,0,
clock_network,cts_clock_pin_slew_for_the_worst_setup_and_hold_paths,0.07,ns
timing,max_slew_margin,56.15,%
timing,timing_max_transition_violations_final,0,
worst_setup_path,worst_setup_path_end_kind,"output port",
placement,port_buffers,5,
timing,final_min_period_over_clock_period,72.34,%
yosys,yosysWarnings,4,
timing,final.min_clock_period,2.604,ns
worst_setup_path,worstSetupStartpointType,"flip-flop",
grt,globalRoute.totalOverflow,0,
clock_network,post-cts-setup-buffer-count,0,
clock_network,cts.path.max_buffers,2,
yosys,netlist_instances,410,
worst_setup_path,critical_path_arrival,1.88,ns
yosys,syn_area_per_cell,9.149,um^2
-- layout make-up --
class	count	area, um^2	share of cell area, %
Inverter	19	71.32	1.764
Clock inverter	2	35.03	0.8666
Clock buffer	12	145.1	3.590
Multi-Input combinational cell	302	1931	47.76
Tap cell	108	135.1	3.343
Timing Repair Buffer	7	60.06	1.486
Sequential cell	69	1665	41.19
-- critical path: stages (launching register included) --
cell,delay (ns)
dfrtp_1,0.61
inv_1,0.21
nor3_1,0.23
clkdlybuf4s50_1,0.49
-- layer usage --
metal | up-vias | track usage [%]
met5 | - | 0
met4 | 0 | 1.952
met3 | 2 | 3.968
met2 | 43 | 25.28
met1 | 1385 | 26.00
li1 | 1498 | -
-- power groups by stage --
stage | logic (mW) | registers, mW | clock network (mW)
4_1_cts | 0.0229 | 0.690 | 0.606
5_1_grt | 0.0254 | 0.690 | 0.634
6_report | 0.0212 | 0.690 | 0.584
-- metrics by stage --
| stage | hold WS (ns) | utilization [%] | setup WS (ns) | cell area [um^2] |
|---|---|---|---|---|
| 2_1_floorplan | 0.4244 | - | 1.678 | 3751 |
| 3_3_place_gp | 0.5083 | 43.44 | 1.357 | 3862 |
| 3_5_place_dp | 0.5163 | 43.44 | 1.367 | 3862 |
| 4_1_cts | 0.2158 | 45.47 | 0.9617 | 4043 |
| 5_1_grt | 0.2099 | 45.47 | 0.8615 | 4043 |
| 6_report | 0.2299 | 45.47 | 0.9957 | 4043 |
-- synthesized netlist by cell type, drive strengths merged (11+ instances only) --
library cell | count | share of area (%)
nand4 | 12 | 2.0
dfrtp | 55 | 37
a21oi | 28 | 3.7
o21ai | 12 | 1.6
nor4 | 13 | 2.2
nand2 | 24 | 2.4
o31ai | 13 | 2.6
nand3 | 19 | 2.7
clkbuf | 17 | 1.7
nor2b | 11 | 1.8
xnor2 | 11 | 2.6
xor2 | 12 | 2.8
or4 | 15 | 3.0
inv | 19 | 1.9
nor2 | 40 | 4.0
-- flip-flops by register name, indices dropped and copies added (netlist names), 4 cells and up --
register / count
i2c_writframe_inst.next_state: 4
i2c_writframe_inst.cnt: 21
i2c_writframe_inst.bit_cnt: 4
i2c_writframe_inst.state: 4
state: 4
cnt: 21
next_state: 4
-- worst max path at each step --
stage,start,end,cells past startpoint
finish,state[0],done,3
global route,state[0],done,3
CTS,state[0],done,3
-- cell families after synthesis --
family	count (synthesis)	share of synthesized area (%)
flip-flops	61	41.19
latches	8	3.202
AND-OR/OR-AND	81	13.88
AND/OR/NAND/NOR	181	26.89
XOR/XNOR	23	5.370
multiplexers	6	2.035
other	1	0.09997
buffers and inverters	39	4.136
adder cells (fa/ha/maj)	10	3.202
Power figures rest on the tool's default switching activity, not on a simulated workload.
