==> flow/design.v <==
module lcd_display(
    input           clk_1MHz,                
    input           rst_n,                   
    input           ena,                     
    input           done_write,              
    input  [127:0]  row1,                    
    input  [127:0]  row2,                    
    output reg[7:0] data,                    
    output          cmd_data,                
    output reg      ena_write                
);
    localparam  DELAY           = 50;        
    localparam  WaitEn          = 0,
                Write           = 1,
                WaitWrite       = 3,
                WaitDelay       = 4,
                Done            = 5;
    reg [2:0]   state, next_state;          
    reg [20:0]  cnt;                         
    reg         cnt_clr;                     
    wire [7:0]  cmd_data_array [0:39];
    assign cmd_data_array[0]    = 8'h02;     
    assign cmd_data_array[1]    = 8'h28;     
    assign cmd_data_array[2]    = 8'h0C;     
    assign cmd_data_array[3]    = 8'h06;     
    assign cmd_data_array[5]    = 8'h80;     
    assign cmd_data_array[22]   = 8'hC0;     
    generate
        genvar i;
        for (i = 1; i < 17; i=i+1) begin: for_name
            assign cmd_data_array[22-i] = row1[(i*8)-1:i*8-8];       
            assign cmd_data_array[39-i] = row2[(i*8)-1:i*8-8];       
        end
    endgenerate
    reg [5:0]   ptr;                         
    assign cmd_data = (ptr <= 6'd6 || ptr == 6'd23) ? 1'b0 : 1'b1;   
    always @(posedge clk_1MHz, negedge rst_n) begin
        if (!rst_n)
            cnt <= 21'd0;
        else if (cnt_clr)
            cnt <= 21'd0;
        else 
            cnt <= cnt + 1'b1;
    end
    always @(posedge clk_1MHz, negedge rst_n) begin
        if (!rst_n)
            state <= WaitEn;
        else
            state <= next_state;
    end
    always @(*) begin
        if (!rst_n)
            next_state = WaitEn;
        else begin
            case (state)
                WaitEn:     next_state = ena ? Write : WaitEn;
                Write:      next_state = WaitWrite;
                WaitWrite:  next_state = done_write ? WaitDelay : WaitWrite;
                WaitDelay:  next_state = (ptr == 6'd39) ? Done : ((cnt == DELAY) ? Write : WaitDelay);
                Done:       next_state = WaitEn;
            endcase
        end
    end
    always @(posedge clk_1MHz, negedge rst_n) begin
        if (!rst_n) begin
            cnt_clr     = 1'b1;
            ena_write  <= 1'b0;
        end else begin
            case (state)
                WaitEn: begin
                    cnt_clr     = 1'b1;                  
                    ena_write  <= 1'b0;                  
                end
                Write: begin
                    cnt_clr     = 1'b1;                  
                    data       <= cmd_data_array[ptr];   
                    ena_write  <= 1'b1;                  
                end
                WaitWrite: begin
                    ena_write  <= 1'b0;                  
                end
                WaitDelay: begin
                    cnt_clr     = 1'b0;
                end
            endcase
        end
    end
    always @(posedge clk_1MHz, negedge rst_n) begin
        if (!rst_n)
            ptr <= 6'd0;
        else if (state == Write)
            ptr <= ptr + 1'b1;
        else
            ptr <= ptr;
    end
endmodule
==> flow/run.sh <==
#!/bin/bash
# OpenROAD 26Q1-2900-gdf79404cd8, Yosys 0.63+post, stock flow scripts
make -C /OpenROAD-flow-scripts/flow DESIGN_CONFIG=/design/flow/config.mk WORK_HOME=/design/flow/orfs finish
==> flow/config.mk <==
export PLATFORM = sky130hd
export DESIGN_NAME = lcd_display
export DESIGN_NICKNAME = lcd_display
export VERILOG_FILES = /design/flow/design.v
export SDC_FILE = /design/flow/constraint.sdc
export NUM_CORES = 4
export LEC_CHECK = 1
export CORE_AREA = 10 10 148 148
export DIE_AREA = 0 0 158 158
==> flow/constraint.sdc <==
current_design lcd_display

set clk_period 3.5
set clk_io_pct 0.2

create_clock -name clk0 -period $clk_period [get_ports {clk_1MHz}]

set non_clock_inputs [all_inputs -no_clocks]
set_input_delay [expr $clk_period * $clk_io_pct] -clock clk0 $non_clock_inputs
set_output_delay [expr $clk_period * $clk_io_pct] -clock clk0 [all_outputs]
==> impl_metrics.tcl <==
# place-and-route summary
set metrics [dict create \
    status "finished clean" \
    r2r_start "ptr[0]$_DFFE_PN0P_" \
    worstSetupEndpointType "primary output" \
    grt_usage_pct 22.2 \
    slew_headroom_pct 49.6 \
    grt_pass1_vias 5992 \
    fp_util_pct 22.7 \
    numPortBuffers 269 \
    final_antenna_net_count 0 \
    netlist_top_cells_count "nand3_1 (57), nor2_1 (34), a32oi_1 (33), clkbuf_1 (33)" \
    htreeDepth 2 \
    hold_depth 1 \
    vias 5807 \
    finalSetupTns_ns 0 \
    drc 0 \
    p_leak_nw 2.78 \
    fin_cells 1033 \
    whs_endpoint "ena_write$_DFFE_PN0P_" \
    vdd_drop_max_mv 0.241 \
    vias_per_cell 5.62 \
    root_buffer "clkbuf_16" \
    antenna_found_initial 6 \
    avgSynthCellArea_um2 7.86 \
    tool_warnings 29 \
    die_h_um 158 \
    total_power_mw 2.56 \
    ys_area_mm2 0.00425 \
    syn2layout_area_growth_pct 75.4 \
    grt_pass1_wl_um 40000 \
    pwr_density_cell_mw_per_mm2 343 \
    hold_viol 0 \
    clk_path_buf_depth 2 \
    die_w_um 158 \
    gr-total-overflow 0 \
    slew_violations 0 \
    rr_worst_depth 9 \
    fmax_ghz 0.320 \
    rsz0062_at_grt "no" \
    cts_tree "built" \
    r2r_slack_ns 0.51 \
    ys.flop_type "dfrtp_1" \
    syn_area_mm2 0.00425 \
    hpwlAfterDp_um 23900 \
    hold_path.class "flip-flop to flip-flop" \
    drv_cap 0 \
    unclocked_regs 3 \
    area_leaders "dfrtp_1 (18%), a32oi_1 (6.8%), nand3_1 (6.7%)" \
    start_kind "flip-flop" \
    syn_inst 541 \
    worstReg2RegEnd "data[5]$_DFFE_PP_" \
    synth_top_area_share_pct 18.2 \
    synth_cell_types 64 \
    crit_arrival_ns 2.43 \
    grt_max_degree 43 \
    synth_flops 43 \
    cts_resized 0 \
    drtPass1Iterations 5 \
    drtIter0Drc 507 \
    numCtsBuffers 5 \
    synth-async-reset-ratio_pct 74.4 \
    placed_cells 1021 \
    hold-worst-slack_ns 0.478 \
    yosys.area.top_type "dfrtp_1" \
    ys_warn_count 17 \
    synth-edff-count 8 \
    gp_congestion 0.983 \
    drive_gt1_share_pct 6.04 \
    worst_pin_slew_ns 0.753 \
    setup_violations 0 \
    path_clk_slew_ns 0.07 \
    required_ns 2.80 \
    worstPathMaxFanout 27 \
    dieArea_mm2 0.0250 \
    post_cts_buffers 0 \
    crit_type "flip-flop to primary output" \
    fin_crit_sh_pct 89.4 \
    untimed_endpoints 6 \
    wl_per_cell_um 27.8 \
    ys_cells 541 \
    wl_um 28700 \
    num_io_pins 270 \
    core_area_mm2 0.0187 \
    finalClockSkew_ns 0.00947 \
    cts_hold_buf 0 \
    post-synth-top-count-cell "nand3_1" \
    min_period_ns 3.13 \
    clk_latency_ns 0.29 \
    hold_start "ena_write$_DFFE_PN0P_" \
    rows 50 \
]
-- worst max-delay path by stage --
| stage | slack (ns) | depth (start not counted) | end | start |
|---|---|---|---|---|
| 4_1_cts | 0.37 | 6 | cmd_data | ptr[1]$_DFFE_PN0P_ |
| 5_1_grt | 0.24 | 6 | cmd_data | ptr[1]$_DFFE_PN0P_ |
| 6_report | 0.37 | 6 | cmd_data | ptr[1]$_DFFE_PN0P_ |
-- cells by family after synthesis --
logic type	share of synthesized area, %
XOR/XNOR	4.12
multiplexers	2.44
AND/OR/NAND/NOR	34.5
adder cells (fa/ha/maj)	1.76
buffers and inverters	6.00
latches	1.06
flip-flops	24.5
AND-OR/OR-AND	25.6
-- stage by stage --
stage | worst slack (ns) | utilization (%) | area (um^2)
after floorplan | 0.891 | - | 4250
after global placement | 0.592 | 38.9 | 7280
after detailed placement | 0.529 | 38.9 | 7280
after CTS | 0.371 | 39.8 | 7450
after global routing | 0.238 | 39.9 | 7460
final | 0.372 | 39.9 | 7460
-- cells in the final DEF, fill, tap and decap left out, drive strengths merged, types with 11 or more instances in the layout --
cell type	count
nor2	34
clkdlybuf4s50	269
nand4	32
a22oi	32
nand3	57
o21ai	17
dfrtp	31
nor4	11
buf	27
xnor2	12
a32oi	33
inv	11
and3	27
nand2	29
-- worst max-delay path, stage by stage (launching register included) --
cell,delay (ns)
dfrtp_1,0.41
ha_1,0.41
buf_12,0.24
and3b_1,0.37
nand2_1,0.09
a21o_1,0.20
clkdlybuf4s50_1,0.41
-- report_power, final --
group | switching [mW] | total, mW | leakage [nW] | internal, mW
Combinational | 0.732 | 1.40 | 2.17 | 0.672
Sequential | 0.0788 | 0.610 | 0.529 | 0.531
Clock | 0.205 | 0.544 | 0.0805 | 0.339
Total | 1.02 | 2.56 | 2.78 | 1.54
-- sequential cells by signal, indices dropped and copies added (netlist names) --
signal / cells
cnt: 21
cnt_clr: 1
data: 8
ena_write: 1
next_state: 3
ptr: 6
state: 3
-- area by class of cell --
type,count,area (um^2)
repair buffers,296,2910
fillers,1870,11200
clock inverters,3,46.3
diodes,4,10.0
well taps,234,293
clock buffers,5,125
multi-input cells,438,2960
inverters,10,37.5
flip-flops and latches,43,1090
-- metal layers --
layer  part of all wire (%)  vias to the layer above  global-route usage [%]
li1                       -                     2646                       -
met1                     37                     2769                    27.4
met2                     49                      340                    36.2
met3                     11                       46                    8.07
met4                    2.3                        6                    4.98
met5                   0.16                        -                       0
No activity file was given, so power comes from the tool's default toggle rates.
