**./config.mk**
```make
export PLATFORM = sky130hd
export DESIGN_NAME = binary_to_bcd
export DESIGN_NICKNAME = binary_to_bcd
export VERILOG_FILES = /design/flow/design.v
export SDC_FILE = /design/flow/constraint.sdc
export NUM_CORES = 4
export LEC_CHECK = 1
export CORE_UTILIZATION = 40
```
**./constraint.sdc**
```tcl
current_design binary_to_bcd

set clk_period 17.0
set clk_io_pct 0.2

create_clock -name clk0 -period $clk_period

set non_clock_inputs [all_inputs -no_clocks]
set_input_delay [expr $clk_period * $clk_io_pct] -clock clk0 $non_clock_inputs
set_output_delay [expr $clk_period * $clk_io_pct] -clock clk0 [all_outputs]
```
**./design.v**
```verilog
module binary_to_bcd(
    input wire [15:0] volume_ml,        
    output reg [3:0] bcd_HEX0,          
    output reg [3:0] bcd_HEX1,          
    output reg [3:0] bcd_HEX2,          
    output reg [3:0] bcd_HEX3,          
    output reg [3:0] bcd_HEX4,          
    output reg [3:0] bcd_HEX5           
);
    integer i;
    reg [15:0] binary;
    reg [23:0] bcd_temp;   
    always @(*) begin
        binary = volume_ml;
        bcd_temp = 0;
        for (i = 15; i >= 0; i = i - 1) begin
            if (bcd_temp[3:0] > 4) bcd_temp[3:0] = bcd_temp[3:0] + 3;
            if (bcd_temp[7:4] > 4) bcd_temp[7:4] = bcd_temp[7:4] + 3;
            if (bcd_temp[11:8] > 4) bcd_temp[11:8] = bcd_temp[11:8] + 3;
            if (bcd_temp[15:12] > 4) bcd_temp[15:12] = bcd_temp[15:12] + 3;
            if (bcd_temp[19:16] > 4) bcd_temp[19:16] = bcd_temp[19:16] + 3;
            if (bcd_temp[23:20] > 4) bcd_temp[23:20] = bcd_temp[23:20] + 3;
            bcd_temp = bcd_temp << 1;
            bcd_temp[0] = binary[i];   
        end
        bcd_HEX5 = bcd_temp[23:20];    
        bcd_HEX4 = bcd_temp[19:16];    
        bcd_HEX3 = bcd_temp[15:12];    
        bcd_HEX2 = bcd_temp[11:8];     
        bcd_HEX1 = bcd_temp[7:4];      
        bcd_HEX0 = bcd_temp[3:0];      
    end
endmodule
```
**./run.sh**
```bash
#!/bin/bash
# OpenROAD 26Q1-2900-gdf79404cd8, Yosys 0.63+post, stock flow scripts
make -C /OpenROAD-flow-scripts/flow DESIGN_CONFIG=/design/flow/config.mk WORK_HOME=/design/flow/orfs finish
```
==> flow_metrics.rpt <==
FLOW METRICS REPORT
----------------------------------------------------
[Final timing]
  Peak Freq ........................ 61.4 MHz
  Clock period minus final worst setup slack ........................ ~16 ns
  Final Max Tran Viols ........................ 0
  Worst relative slew slack ........................ 44.5%
  Final setup fails ........................ 0
  Final critical-path share of the clock period ........................ ~96%
  Worst-Margin Slew ........................ a little over 0.8 ns
  Summed negative setup slack over all endpoints ........................ 0 ns
  Number of hold-slack violations in the final timing report ........................ 0

[Floorplanning]
  Overall die height ........................ 116 um
  Total number of placement rows ........................ slightly above 40
  Area of the die ........................ ~13000 um^2
  Total core area ........................ roughly 13000 um^2
  IO Pins ........................ 40
  Floorplan-stage core utilization ........................ around 41%
  Chip Width ........................ ~120 um

[Logic synthesis]
  Average footprint of a synthesized cell ........................ between 6 and 7 um^2
  Summed instance area of the synthesized netlist ........................ around 5200 um^2
  Gate count after technology mapping ........................ about 770
  Number of cells in the yosys synthesis report ........................ 770
  Synth warnings ........................ 1
  Portion of the post-synthesis area used by sequential elements ........................ 0%
  Area reported by Yosys stat ........................ a little over 5000 um^2
  Distinct cells, synth ........................ between 90 and 100

[Routing]
  Via density ........................ between 6 and 7
  Average routed wire per standard cell ........................ 14.2 um
  Post-route DRC violation count ........................ 0
  Total iterations of the first detailed-routing run ........................ 6
  Routed wire length ........................ approximately 14 mm
  Residual antenna-violating net count after detailed routing ........................ 0
  Antenna fix cells ........................ 0
  First DRT Iteration DRCs ........................ 726
  Number of vias after detailed routing ........................ 5964

[Critical path]
  Cell type with the highest occurrence count on the critical path ........................ sky130_fd_sc_hd__ha_1
  Kind of start point of the critical path ........................ input port
  Setup Crit Path Kind ........................ in2out
  Startpoint of the worst setup timing path ........................ volume_ml[14]
  Kind of end point of the critical path ........................ output port
  CP max stage cell ........................ sky130_fd_sc_hd__o31ai_1
  Crit Path Max Fanout ........................ 10
  Highest cell delay on the worst timing path ........................ 0.60 ns
  CP required ........................ about 14 ns
  Data arrival time of the worst path ........................ ~13 ns

[Cells and area]
  Sequential cells ........................ 0
  Layout-stage area growth over the synthesis result ........................ 13.2%
  FF+latch area ........................ 0 um^2
  Commonest non-fill, non-tap cell in the layout ........................ sky130_fd_sc_hd__nand2_1
  Dominant logic cell types in the final layout ........................ sky130_fd_sc_hd__nand2_1, sky130_fd_sc_hd__nor2_1, sky130_fd_sc_hd__a21oi_1
  Clock buffer instance count of the final layout ........................ 0
  Non-filler instance count after layout ........................ around 960
  Util after Layout ........................ about 47%
  Layout cells sized above 1 ........................ between 10% and 20%
  Design Area, Final ........................ between 5000 and 6000 um^2

[Global route]
  Number of antenna violations at the first check in global routing ........................ 0
  Global Route Usage Sum ........................ approximately a fifth
  Largest net degree at the start of global routing ........................ 24
  Aggregate global routing overflow ........................ 0
  Via count of the first global-routing pass ........................ roughly 5000
  Wire length of the first global-routing pass ........................ roughly 23 mm

[Worst hold path]
  Startpoint of the tightest hold check path ........................ volume_ml[0]
  Number of cells on the worst hold path ........................ 0
  Tightest Hold Check Type ........................ in2out

[Placed design]
  Count of input and output buffers ........................ 35
  Placed instance area ........................ between 5000 and 6000 um^2
  Dpl hpwl ........................ about 10 mm
  Placed Cells incl. Taps ........................ ~950
  Routability Congestion ........................ between 0.9 and 1

[Run]
  Tally of max-capacitance violations ........................ 0
  Tally of OpenROAD warnings ........................ slightly above 50

[Status]
  Outcome ........................ finished, final reports clean

----------------------------------------------------
-- Yosys cell counts (9+ instances only) --
library cell               count  area (um^2)
sky130_fd_sc_hd__nor3_1       29          145
sky130_fd_sc_hd__a21oi_1      51          255
sky130_fd_sc_hd__o21ai_0      28          140
sky130_fd_sc_hd__mux2i_1      27          270
sky130_fd_sc_hd__o211ai_1     13         97.6
sky130_fd_sc_hd__inv_1        40          150
sky130_fd_sc_hd__xnor2_1      24          210
sky130_fd_sc_hd__a211oi_1     12         90.1
sky130_fd_sc_hd__nand2_1      69          259
sky130_fd_sc_hd__buf_4         9         67.6
sky130_fd_sc_hd__nand4_1       9         56.3
sky130_fd_sc_hd__o22ai_1      10         62.6
sky130_fd_sc_hd__or3_1         9         56.3
sky130_fd_sc_hd__nor2_1       58          218
sky130_fd_sc_hd__o31ai_1      10         75.1
sky130_fd_sc_hd__mux2_2       12          135
sky130_fd_sc_hd__o21ai_1       9         45.0
sky130_fd_sc_hd__nand3_1      26          130
sky130_fd_sc_hd__nand2b_1      9         56.3
sky130_fd_sc_hd__a31oi_1      10         62.6
sky130_fd_sc_hd__buf_2         9         45.0
sky130_fd_sc_hd__a211o_1       9         78.8
sky130_fd_sc_hd__nor4_1       20          125
sky130_fd_sc_hd__ha_1         37          463
sky130_fd_sc_hd__clkbuf_1     31          116
-- path summary, 6_finish.rpt --
kind / endpoint / slack, ns
min: bcd_HEX0[0] / 6.80
max: bcd_HEX2[2] / 0.70
-- layer usage --
| layer | track usage [%] | routed length, um |
|---|---|---|
| met1 | 32.5 | 6970 |
| met5 | 0 | 0 |
| met2 | 31.3 | 5850 |
| met3 | 0.693 | 727 |
| met4 | 1.03 | 39 |
-- cell families (layout without fill, tap and decap cells) --
family / Yosys count / after routing / synth area share [%]
other: 1 / 3 / 0.0723
XOR/XNOR: 33 / 33 / 6.13
AND-OR/OR-AND: 274 / 274 / 39.0
multiplexers: 40 / 40 / 8.08
buffers and inverters: 96 / 108 / 8.27
adder cells (fa/ha/maj): 37 / 37 / 8.92
AND/OR/NAND/NOR: 289 / 289 / 29.5
-- worst max-delay path, delay by kind of cell --
| kind | cells | cell delay, ns |
|---|---|---|
| buffers and inverters | 4 | 1.13 |
| AND/OR/NAND/NOR | 7 | 1.71 |
| XOR/XNOR | 2 | 0.43 |
| AND-OR/OR-AND | 12 | 3.57 |
| adder cells (fa/ha/maj) | 6 | 1.66 |
| multiplexers | 4 | 0.99 |
-- what timing repair did --
item                                    CTS  global route
setup buffers                             0             8
endpoints found under the setup margin    0            16
resized                                   0            32
hold buffers                              0             0
-- cell type report --
class	count	area (um^2)
inverter	41	154
multi-input combinational	676	4910
tap	172	215
timing repair buffer	67	593
fill	1233	6750
-- per-stage QoR --
stage	hold WS [ns]	worst slack (ns)
CTS	6.80	0.00677
detailed placement	6.80	0.0971
finish	6.80	0.702
global route	6.80	-0.0653
global placement	6.80	0.303
floorplan	6.87	1.56
